==> design.v <==
`timescale 1ns / 1ps
module timestamp_gen #(
    parameter TIMESTAMP_WIDTH = 5,
    parameter TIMESTAMP_UNIT_WIDTH = 32,
    parameter TIMESTAMP_UNIT = 1 << TIMESTAMP_UNIT_WIDTH
    )(
    input clk,
    input reset,
    output reg [TIMESTAMP_WIDTH-1:0] timestamp
    );
    reg [TIMESTAMP_UNIT_WIDTH-1:0] counter;
    always @(posedge clk) begin
        if (reset) begin
            timestamp <= 0;
            counter <= 0;
        end else begin
            if (counter == TIMESTAMP_UNIT - 1) begin
                timestamp <= timestamp + 1;
                counter <= 0;
            end else begin
                counter <= counter + 1;
            end
        end        
    end
endmodule
==> run.sh <==
#!/bin/bash
# OpenROAD 26Q1-2900-gdf79404cd8, Yosys 0.63+post, stock flow scripts
make -C /OpenROAD-flow-scripts/flow DESIGN_CONFIG=/design/flow/config.mk WORK_HOME=/design/flow/orfs finish
==> config.mk <==
export PLATFORM = sky130hd
export DESIGN_NAME = timestamp_gen
export DESIGN_NICKNAME = timestamp_gen
export VERILOG_FILES = /design/flow/design.v
export SDC_FILE = /design/flow/constraint.sdc
export NUM_CORES = 4
export LEC_CHECK = 1
export CORE_AREA = 10 10 99 99
export DIE_AREA = 0 0 109 109
==> constraint.sdc <==
current_design timestamp_gen

set clk_period 6.2
set clk_io_pct 0.2

create_clock -name clk0 -period $clk_period [get_ports {clk}]

set non_clock_inputs [all_inputs -no_clocks]
set_input_delay [expr $clk_period * $clk_io_pct] -clock clk0 $non_clock_inputs
set_output_delay [expr $clk_period * $clk_io_pct] -clock clk0 [all_outputs]
==> results_slide.txt <==
Physical Implementation Snapshot

Layout
  – Design area: 1954 um2
  – Area grow syn2layout: 15.19%
  – Most frequent cells in the layout: 39 x nor2_1, 37 x dfxtp_1, 22 x xor2_1, 18 x nand3_1, 12 x nand4_1
  – Share of layout cells above drive strength 1: 0.08500
  – Most numerous logic cell after layout: nor2_1

Global routing
  – Largest net degree at the start of global routing: 29
  – First-pass GRT wire length: 5271 um
  – Initial antenna violation count: 0
  – GRT busiest layer: met2
  – Gr usage total: 0.05179
  – Met2 usage: 0.08226
  – Grt met3 use: 0.01195
  – Total grt overflow: 0
  – Met1 GRT Util: 0.07260
  – Vias in the first global route: ~1200

Clocking
  – Reg clk slew, reported paths: roughly 70 ps
  – Clk latency of the worst-skew pair: 280 ps
  – Root Buffer: clkbuf_8
  – CTS Buf Count: 5
  – Sink Count: 37
  – Gates resized, CTS repair: 0
  – H-tree depth: 2
  – # Post-CTS Setup Buffers: 0
  – CTS tree: built
  – Hold-fix buffer count after cts: 0
  – Clk buf depth: 2

STA
  – Final Hold Vio Count: 0
  – RSZ-0062 raised after global routing: false
  – Relative slew slack: 0.6610
  – Number of setup violations in the final report: 0
  – Min cycle time layout: roughly 2400 ps
  – Max Freq: slightly above 0.4 GHz
  – Setup TNS: 0 ps
  – Post-route clock period utilization: 0.3925
  – Final Max Slew Viols: 0
  – Final Skew: about 7.1 ps
  – Worst slew pin tran: ~510 ps
  – Fin Hold WS: around 480 ps

Pwr
  – Sequential power share: 0.562
  – Power share of the clock group: 0.421
  – P_int: 342.2 uW
  – Logic gate share of total power: 0.017
  – Overall Power: 428.8 uW
  – PD cells: around 220 nW/um2
  – Leakage: 0.0006901 uW
  – Sw Share: 0.2019
  – Switching pwr: 86.59 uW
  – VDD IR-drop max: 0.0001004 V

Route
  – Drt total wl: about 2900 um
  – ANT nets after route: 0
  – Residual DRC: 0
  – Vias/cell: 4.172
  – Vias: between 1000 and 1500
  – # diodes: 0
  – Average routed wire per standard cell: between 9 and 10 um
  – Drt first pass iters: 4
  – Detailed Route Iter0 Violations: 60

Setup path
  – WP data required: around 5000 ps
  – Flop2flop setup slack: 4120 ps
  – Reg2reg path depth: 6
  – Critical Path AT: between 1000 and 1500 ps
  – Worst path top cell family by delay: buffers and inverters
  – Crit. End Element: output pin
  – R2R Path End: counter[15]
  – Worst-path fanout max: 4
  – Launching point of the worst reg2reg path: counter[7]
  – Crit path kind: register to output pin
  – CP max stage cell: clkdlybuf4s50_1
  – CP Capture Point: timestamp[0]
  – Crit path buf inv count: 1
  – CP Launch Type: register
  – Setup crit start: timestamp[0]
  – Max incr delay on CP: a little over 500 ps
  – CP Cell Sequence: clkdlybuf4s50_1
  – Critical path depth: 1

Place
  – Routability cong.: slightly below 0.8
  – Dpl cell area: 1853 um2
  – PortBufs: 6
  – Dpl hpwl: ~2000 um

Synth
  – Dominant flop cell: dfxtp_1
  – # Cells Yosys: about 190
  – Async SR Flop Fraction: 0
  – Cells after Synth: ~190
  – Synth Area per Inst: 8.837 um2
  – Cell Type Count: 31
  – Synthesized cell area: between 1500 and 2000 um2
  – Synth Seq Share: 0.4366
  – Post-synth EDFFs: 0
  – Chip Area, Yosys: roughly 1700 um2
  – Yosys warns: 1
  – #FFs+latches synth: 37

Floorplan
  – # rows: 32
  – Initial Utilization: 0.2196
  – Total die size: about 12000 um2
  – Top Ports: 7
  – Core Area: a little under 8000 um2
  – Die H: around 110 um
  – Die width: 109 um

Run status
  – Status: completed

Job
  – OpenROAD warnings: 25
  – Maxcap violations: 0

Min path
  – Min-delay src: counter[0]
  – Hold WC Path Type: register to register
power groups by stage:
stage | Clock, uW | Sequential, uW | Combinational, uW
CTS | 188 | 241 | 7.74
global route | 198 | 241 | 8.85
finish | 181 | 241 | 7.45
state kept, by name, summed over array words and instances (netlist names):
register   count
timestamp      5
counter       32
logic make-up after synthesis:
group / count (synthesis) / share of synthesized area
AND/OR/NAND/NOR: 104 / 0.3304
flip-flops: 37 / 0.4366
XOR/XNOR: 31 / 0.1600
buffers and inverters: 10 / 0.03171
AND-OR/OR-AND: 7 / 0.02065
adder cells (fa/ha/maj): 2 / 0.01475
multiplexers: 1 / 0.005900
synthesized netlist by cell type (2+ instances only):
| master | instances | share of area |
|---|---|---|
| a21oi_1 | 3 | 0.0088 |
| ha_1 | 2 | 0.015 |
| xnor2_1 | 9 | 0.046 |
| and2_1 | 4 | 0.015 |
| nor2_1 | 39 | 0.086 |
| and3_1 | 8 | 0.029 |
| or3_1 | 3 | 0.011 |
| dfxtp_1 | 37 | 0.44 |
| nand4_1 | 12 | 0.044 |
| and4_1 | 3 | 0.015 |
| buf_4 | 4 | 0.018 |
| nand3_1 | 18 | 0.053 |
| nand2_1 | 6 | 0.013 |
| clkbuf_1 | 2 | 0.0044 |
| o21ai_0 | 4 | 0.012 |
| xor2_1 | 22 | 0.11 |
| inv_1 | 2 | 0.0044 |
how the worst min path moves through the flow:
| stage | endpoint | cells after the start |
|---|---|---|
| 4_1_cts | counter[0] | 1 |
| 5_1_grt | counter[0] | 1 |
| 6_report | counter[0] | 1 |
layout make-up:
| class | count | area [um2] |
|---|---|---|
| sequential | 37 | 740.7 |
| inverter | 2 | 7.507 |
| fill | 829 | 5773 |
| timing repair buffer | 8 | 75.07 |
| tap | 102 | 127.6 |
| clock buffer | 7 | 96.34 |
| clock inverter | 1 | 5.005 |
| multi-input combinational | 145 | 902.1 |
layer usage:
metal	routed length, um	vias up
met4	27	0
met2	1210	11
met1	1542	578
met5	0	-
li1	-	667
met3	108	4
stage by stage:
stage	cells	util	setup slack, ps
global placement	294	0.2398	3609
floorplan	192	-	4131
global route	302	0.2529	3709
CTS	302	0.2529	3744
finish	302	0.2529	3767
detailed placement	294	0.2398	3605
Power is estimated from default activity; no workload was simulated.
