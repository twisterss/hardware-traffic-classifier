==> ./design.v <==
`timescale 1ns / 1ps
module multi_sum
#(
	parameter VALUE_WIDTH = 8,
	parameter VALUE_COUNT = 2,
	parameter SUM_WIDTH = 9
)
(
    input [VALUE_WIDTH * VALUE_COUNT - 1:0] values,
    output [SUM_WIDTH - 1:0] sum
);
   function integer log2;
      input integer number;
      begin
         log2=0;
         while(2**log2<number) begin
            log2=log2+1;
         end
      end
   endfunction
	function integer sum_count;
		input integer count;
		input integer level;
		begin
			if (count % (2 ** level) > 0) begin
				sum_count = count / (2 ** level) + 1;
			end else begin
				sum_count = count / (2 ** level);
			end
		end
	endfunction
	wire [SUM_WIDTH-1:0] sum_tmp [0:VALUE_COUNT-1][0:VALUE_COUNT-1];
	generate
		genvar j, k;
		for (j = 0; j <= log2(VALUE_COUNT); j = j + 1) begin : add_level
			for (k = 0; k < sum_count(VALUE_COUNT, j); k = k + 1) begin : add_item
				if (j == 0)
					assign sum_tmp[0][k] = values[k * VALUE_WIDTH + VALUE_WIDTH - 1: k * VALUE_WIDTH];
				else if (2 * k + 1 < sum_count(VALUE_COUNT, j-1))
					assign sum_tmp[j][k] = sum_tmp[j-1][2 * k] + sum_tmp[j-1][2 * k + 1];
				else
					assign sum_tmp[j][k] = sum_tmp[j-1][2 * k];
			end
		end
	endgenerate
	assign sum = sum_tmp[log2(VALUE_COUNT)][0];
endmodule
==> ./run.sh <==
#!/bin/bash
# OpenROAD 26Q1-2900-gdf79404cd8, Yosys 0.63+post, stock flow scripts
make -C /OpenROAD-flow-scripts/flow DESIGN_CONFIG=/design/flow/config.mk WORK_HOME=/design/flow/orfs finish
==> ./config.mk <==
export PLATFORM = sky130hd
export DESIGN_NAME = multi_sum
export DESIGN_NICKNAME = multi_sum
export VERILOG_FILES = /design/flow/design.v
export SDC_FILE = /design/flow/constraint.sdc
export NUM_CORES = 4
export LEC_CHECK = 1
export CORE_AREA = 10 10 70 70
export DIE_AREA = 0 0 80 80
==> ./constraint.sdc <==
current_design multi_sum

set clk_period 6.3
set clk_io_pct 0.2

create_clock -name clk0 -period $clk_period

set non_clock_inputs [all_inputs -no_clocks]
set_input_delay [expr $clk_period * $clk_io_pct] -clock clk0 $non_clock_inputs
set_output_delay [expr $clk_period * $clk_io_pct] -clock clk0 [all_outputs]
==> impl_metrics.ini <==
; generated from flow reports
[place]
dp_slack_ps = 1697
placed_cell_area_sq_um = 631.9
io_buffers = 25
placedCellCount = 113
place_congestion = 0.7354
dp_hpwl_microns = 990.1

[clock_network]
post_cts_buffers = 0
ctsResizeCount = 0
hold_buffers = 0

[global_route]
grt_max_degree = 7
first_global_vias = 395
grt_pass1_wl_mm = 1.711
overflow = 0
grt.total_usage_pct = 3.170
antenna_found_initial = 0

[hold_path]
worst_hold_path_type = input port to output pin

[sta]
hold_slack_ps = 3553
finalCriticalPeriod_ps = 4592
setup_viol = 0
finalMaxSlewViolations = 0
finalSetupTns_ps = 0
tightest_slew_ps = 338.3
rsz0062_at_grt = false
fin_crit_sh_pct = 72.90
worst_slack_ps = 1708
max_freq_ghz = 0.2178
slew_headroom_pct = 76.86
hold_violations = 0

[synth]
logic_family = adder cells
yosysTopAreaCell = ha_1
ys_sh_mux_pct = 3.089
yosysTopAreaCellShare_pct = 30.89
ys_sh_xor_pct = 10.81
aoi_share_pct = 27.80
yosys_cells = 42
syn_area_per_cell_sq_um = 7.716
simple_gate_share_pct = 17.76
synth_cell_types = 20
area_leaders = ha_1 (31%), a21oi_1 (7.7%), a311o_1 (6.2%), fa_1 (6.2%), xnor2_1 (5.4%)
yosys.stat.seqShare_pct = 0
synthCells = 42
yosys_area_sq_um = 324.1
adder_share_pct = 37.07
netlist_area_sq_um = 324.1
ys.warnings.count = 1

[pwr]
p_sw_w = 0.00001992
irDropWorstVdd_uv = 34.62
pwr_density_cell_mw_per_mm2 = 92.79
seqPwrFrac_pct = 0
p_comb_share_pct = 100.0
power_frac_clock_pct = 0
leakagePower_nw = 0.2547
switching_share_pct = 33.98
internal-power_w = 0.00003871

[cells_and_area]
layout_top_cell = clkdlybuf4s50_1
fin_cells = 113
area_growth_pct = 94.98
stdcell_area_sq_um = 631.9
drive_gt1_share_pct = 1.493
layout_top_cells = clkdlybuf4s50_1 (25), ha_1 (8), a21oi_1 (5)
regArea_sq_um = 0
nClkBuffers = 0
ff_count = 0

[detailed_routing]
vias_per_cell = 3.469
firstDrtPassIters = 4
drt_iter0_drc = 18
wire_per_inst_microns = 9.248
wirelength_mm = 1.045
n_antenna_cell = 0
ant_nets = 0
route.vias.total = 392
drcViolationCount = 0

[setup_path]
start_kind = input port
cp-end-kind = output pin
crit_type = input port to output pin
crit_required_ps = 5040
arrival_ps = 3330
worstPathMaxFanout = 2

[floorplanning]
fp_util_pct = 9.487
dieHeight_microns = 80
die_x_microns = 80
coreArea_sq_mm = 0.003416
pin_count = 25
placementRows = 21
chip_area_sq_mm = 0.006400

[flow_run]
maxCapViolCount = 0
log.warning_count = 32

[status]
outcome = complete, no violations
-- Yosys cell counts --
cell and number:
mux2i_1 1, nor2b_1 2, inv_2 1, a2111oi_0 1, nand2_1 3, ha_1 8
inv_1 2, nand3_1 2, a21oi_1 5, nor4_1 1, a311o_1 2, fa_1 1
nor2_1 2, a221oi_1 1, nor3_1 2, xor2_1 2, o21ai_0 1, o21bai_1 1
xnor2_1 2, a21o_1 2
-- per-layer routing --
| layer | vias to the layer above | GRT usage, % | wire, microns |
|---|---|---|---|
| met5 | - | 0 | 0 |
| met4 | 0 | 0 | 0 |
| met2 | 16 | 4.334 | 377 |
| met3 | 0 | 1.136 | 114 |
| li1 | 211 | - | - |
| met1 | 165 | 4.841 | 554 |
-- per-stage QoR --
stage / util [%] / total power [W]
after floorplan: - / 0.00002354
after global placement: 18.50 / 0.00005921
after detailed placement: 18.50 / 0.00005978
after CTS: 18.50 / 0.00006023
after global routing: 18.50 / 0.00006601
final: 18.50 / 0.00005863
-- cell type report --
cell class	instances	area, sq um
Tap cell	46	57.56
Fill cell	391	2784
Multi-Input combinational cell	39	312.8
Inverter	3	11.26
Timing Repair Buffer	25	250.2
-- path summary, 6_finish.rpt --
check             startpoint     end  slack, ps  cells after the start
setup / recovery   values[0]  sum[6]       1710                      8
hold / removal     values[8]  sum[0]       3550                      3
-- cells by family (layout without fill, tap and decap cells) --
kind of cell | after synthesis | count (layout)
muxes | 1 | 1
buffers and inverters | 3 | 28
adders and majority gates | 9 | 9
AOI/OAI and AO/OA | 13 | 13
xor gates and xnor gates | 4 | 4
and+or+nand+nor | 12 | 12
-- worst max-delay path: stages --
cell and delay, ps:
clkdlybuf4s50_1 400, ha_1 220, fa_1 400, a21oi_1 210, nor2_1 70, nor2_1 140, xnor2_1 140, clkdlybuf4s50_1 500
-- power by group through the flow --
stage / clock [W] / combinational [W] / sequential [W]
finish: 0 / 0.0000586 / 0
global route: 0 / 0.0000660 / 0
CTS: 0 / 0.0000602 / 0
Power is estimated from default activity; no workload was simulated.
