`/design/flow/design.v`:
```
`timescale 1ns / 1ps
module sram_netfpga1g_intf(
    input clk,
    input reset,
    output reg write_ready,
    input write_en,
    input [19-1:0] write_addr,
    input [72-1:0] write_data,
    output reg read_ready,
    input read_en,
    input [19-1:0] read_addr,
    output [72-1:0] read_data,
    output read_data_new,
    output [19-1:0]     wr_0_addr,
    output reg                            wr_0_req,
    input                                 wr_0_ack,
    output [72-1:0]     wr_0_data,
    input                                 rd_0_ack,
    input  [72-1:0]     rd_0_data,
    input                                 rd_0_vld,
    output [19-1:0]     rd_0_addr,
    output reg                            rd_0_req
    );
    reg [19:0] read_addr_reg;
    reg read_store_input;
    reg [19:0] write_addr_reg;
    reg [72-1:0] write_data_reg;
    reg write_store_input;
    reg [1:0] read_state, read_state_nxt;
    localparam READ_RESET = 0;
    localparam READ_READY = 1;
    localparam READ_SEND = 2;
    reg [1:0] write_state, write_state_nxt;
    localparam WRITE_RESET = 0;
    localparam WRITE_READY = 1;
    localparam WRITE_SEND = 2;
    always @(posedge clk) begin
        if (reset)
            read_state <= READ_RESET;
        else
            read_state <= read_state_nxt;
    end
    always @(*) begin
        read_state_nxt = read_state;
        read_ready = 0;
        read_store_input = 0;
        rd_0_req = 0;
        case (read_state)
            READ_RESET: begin
                read_state_nxt = READ_READY;
            end
            READ_READY: begin
                if (read_en) begin
                    rd_0_req = 1;
                    read_store_input = 1;
                    if (!rd_0_ack)
                        read_state_nxt = READ_SEND;
                    else
                        read_ready = 1;
                end else begin
                    read_ready = 1;
                end                
            end
            READ_SEND: begin
                rd_0_req = 1;
                if (rd_0_ack) begin
                    read_state_nxt = READ_READY;
                    read_ready = 1;
                end
            end
        endcase
    end
    assign rd_0_addr = read_store_input ? read_addr : read_addr_reg;
    assign read_data_new = rd_0_vld;
    assign read_data = rd_0_data;
    always @(posedge clk) begin
        if (read_store_input)
            read_addr_reg <= read_addr;
    end
    always @(posedge clk) begin
        if (reset)
            write_state <= WRITE_RESET;
        else
            write_state <= write_state_nxt;
    end
    always @(*) begin
        write_state_nxt = write_state;
        write_ready = 0;
        wr_0_req = 0;
        write_store_input = 0;
        case (write_state)
            WRITE_RESET: begin
                write_state_nxt = WRITE_READY;
            end
            WRITE_READY: begin
                if (write_en) begin
                    wr_0_req = 1;
                    write_store_input = 1;
                    if (!wr_0_ack)
                        write_state_nxt = WRITE_SEND;
                    else
                        write_ready = 1;
                end else begin
                    write_ready = 1;
                end
            end
            WRITE_SEND: begin
                wr_0_req = 1;
                if (wr_0_ack) begin
                    write_ready = 1;
                    write_state_nxt = WRITE_READY;
                end
            end
        endcase
    end
    assign wr_0_addr = write_store_input ? write_addr : write_addr_reg;
    assign wr_0_data = write_store_input ? write_data : write_data_reg;
    always @(posedge clk) begin
        if (write_store_input) begin
            write_data_reg <= write_data;
            write_addr_reg <= write_addr;
        end
    end
endmodule
```
`/design/flow/constraint.sdc`:
```
current_design sram_netfpga1g_intf

set clk_period 5.0
set clk_io_pct 0.2

create_clock -name clk0 -period $clk_period [get_ports {clk}]

set non_clock_inputs [all_inputs -no_clocks]
set_input_delay [expr $clk_period * $clk_io_pct] -clock clk0 $non_clock_inputs
set_output_delay [expr $clk_period * $clk_io_pct] -clock clk0 [all_outputs]
```
`/design/flow/run.sh`:
```
#!/bin/bash
# OpenROAD 26Q1-2900-gdf79404cd8, Yosys 0.63+post, stock flow scripts
make -C /OpenROAD-flow-scripts/flow DESIGN_CONFIG=/design/flow/config.mk WORK_HOME=/design/flow/orfs finish
```
`/design/flow/config.mk`:
```
export PLATFORM = sky130hd
export DESIGN_NAME = sram_netfpga1g_intf
export DESIGN_NICKNAME = sram_netfpga1g_intf
export VERILOG_FILES = /design/flow/design.v
export SDC_FILE = /design/flow/constraint.sdc
export NUM_CORES = 4
export LEC_CHECK = 1
export CORE_AREA = 10 10 158 158
export DIE_AREA = 0 0 168 168
```
==> metrics.txt <==
# HELP chip_impl_metric Metrics from one implementation run
# TYPE chip_impl_metric gauge
chip_impl_metric{name="fin_worst_skew",unit="ns"} 0.00533
chip_impl_metric{name="chipWidth",unit="um"} 168
chip_impl_metric{name="ioPinCount",unit=""} 376
chip_impl_metric{name="source_to_sink_clock_delay_at_the_later_pin_of_the_worst_skew_pair",unit="ns"} 0.40
chip_impl_metric{name="routed_wire_length_per_instance",unit="um"} 15.0
chip_impl_info{name="ys_top_cells_by_area",value="sky130_fd_sc_hd__dfxtp_1 (53%), sky130_fd_sc_hd__mux2_2 (29%), sky130_fd_sc_hd__buf_4 (13%)"} 1
chip_impl_metric{name="max_stage_delay",unit="ns"} 0.49
chip_impl_metric{name="first_iter_violations",unit=""} 59
chip_impl_metric{name="post_synth_num_cell_types",unit=""} 14
chip_impl_metric{name="clock_power_share",unit=""} 0.387
chip_impl_metric{name="timing.final.max_slew_violations",unit=""} 0
chip_impl_metric{name="sequentialPowerShare",unit=""} 0.387
chip_impl_metric{name="timing.critical_path.arrival",unit="ns"} 3.00
chip_impl_metric{name="synth_async_sr_flop_share",unit=""} 0
chip_impl_metric{name="route.antenna.diode_count",unit=""} 0
chip_impl_metric{name="globalRouteMet2Util",unit=""} 0.121
chip_impl_metric{name="average_instance_area_after_synthesis",unit="sq um"} 13.2
chip_impl_info{name="holdCritPathClass",value="flip-flop to flip-flop"} 1
chip_impl_metric{name="placement.setup.worst_slack",unit="ns"} 0.978
chip_impl_metric{name="yosys_area",unit="sq mm"} 0.00434
chip_impl_metric{name="least_margin_pin_slew",unit="ns"} 0.505
chip_impl_metric{name="via_count_of_the_first_global_routing_pass",unit=""} 3221
chip_impl_metric{name="mappedNetlistArea",unit="sq mm"} 0.00434
chip_impl_info{name="worst_path_most_repeated_cell",value="sky130_fd_sc_hd__clkdlybuf4s50_1"} 1
chip_impl_metric{name="placed_area",unit="sq mm"} 0.00632
chip_impl_info{name="critical_path.startpoint_type",value="primary input"} 1
chip_impl_metric{name="worst_ir_drop_vdd",unit="V"} 0.000253
chip_impl_info{name="crit_type",value="primary input to output port"} 1
chip_impl_metric{name="met1_usage",unit=""} 0.0893
chip_impl_metric{name="post-synth-top-area-fraction",unit=""} 0.531
chip_impl_metric{name="p_int",unit="uW"} 2340
chip_impl_metric{name="cts_inserted_buffers",unit=""} 17
chip_impl_metric{name="setup_total_negative_slack",unit="ns"} 0
chip_impl_metric{name="hpwl_reported_at_the_end_of_detailed_placement",unit="mm"} 9.28
chip_impl_info{name="outcome",value="completed"} 1
chip_impl_metric{name="final_layout_size_suffix_gt1_frac",unit=""} 0.280
chip_impl_metric{name="cts_resizes",unit=""} 0
chip_impl_metric{name="largest_reg_flops",unit=""} 72
chip_impl_info{name="post-synth-top-count-cell",value="sky130_fd_sc_hd__dfxtp_1"} 1
chip_impl_metric{name="hold_violations",unit=""} 0
chip_impl_metric{name="final.min_clock_period",unit="ns"} 4.00
chip_impl_metric{name="die_h",unit="um"} 168
chip_impl_metric{name="routability_congestion",unit=""} 0.782
chip_impl_info{name="root_buffer",value="sky130_fd_sc_hd__clkbuf_16"} 1
chip_impl_metric{name="area.growth.synth_to_final",unit="%"} 58.6
chip_impl_info{name="cts_tree",value="built"} 1
chip_impl_metric{name="relSlewSlack",unit=""} 0.663
chip_impl_metric{name="clkTransAtPathRegs",unit="ns"} 0.05
chip_impl_metric{name="routed-via-count",unit=""} 2889
chip_impl_metric{name="critical_path.n_buffers_inverters",unit=""} 3
chip_impl_metric{name="die-area",unit="sq mm"} 0.0282
chip_impl_metric{name="synth_compound_gate_area_share",unit=""} 0.0110
chip_impl_metric{name="route.detailed.vias_per_inst",unit=""} 3.67
chip_impl_metric{name="max_freq",unit="GHz"} 0.250
chip_impl_info{name="globalRoute.busiestLayer",value="met2"} 1
chip_impl_info{name="cp_cell_sequence",value="clkdlybuf4s50_1 -> nand2_4 -> buf_4 -> mux2_2 -> clkdlybuf4s50_1"} 1
chip_impl_metric{name="yosys_warnings",unit=""} 1
chip_impl_metric{name="remaining_drc_errors",unit=""} 0
chip_impl_info{name="synthTopLogicFamily",value="multiplexers"} 1
chip_impl_metric{name="layout_setup_ws",unit="ns"} 0.999
chip_impl_metric{name="global_route_wire_length_before_repair",unit="mm"} 18.4
chip_impl_metric{name="detailedRoute.firstPassIterationCount",unit=""} 4
chip_impl_metric{name="maximum_capacitance_violations",unit=""} 0
chip_impl_metric{name="synth.area.mux_share",unit=""} 0.286
chip_impl_metric{name="largest_net_degree_at_the_start_of_global_routing",unit=""} 47
chip_impl_metric{name="cts_hold_buf",unit=""} 0
chip_impl_metric{name="route.final.wire_length",unit="mm"} 11.8
chip_impl_metric{name="synth-seq-area-share",unit=""} 0.531
chip_impl_metric{name="cts_max_level",unit=""} 4
chip_impl_info{name="category_of_cells_accounting_for_the_largest_share_of_critical_path_delay",value="buffers and inverters"} 1
chip_impl_metric{name="maximum_fanout_along_the_worst_path",unit=""} 38
chip_impl_metric{name="synth_cells",unit=""} 328
chip_impl_metric{name="tally_of_openroad_warnings",unit=""} 25
chip_impl_metric{name="floorplan.rows",unit=""} 54
chip_impl_info{name="grt_setup_unrepaired",value="false"} 1
chip_impl_metric{name="enable_flop_cells",unit=""} 0
chip_impl_metric{name="synth-seq-cells",unit=""} 115
chip_impl_metric{name="placement.io_buffers",unit=""} 229
chip_impl_metric{name="final_min_period_over_clock_period",unit=""} 0.800
chip_impl_metric{name="grt.total_usage",unit=""} 0.0809
chip_impl_metric{name="grt.overflow.total",unit=""} 0
chip_impl_info{name="critical-path-slowest-cell",value="sky130_fd_sc_hd__clkdlybuf4s50_1"} 1
chip_impl_metric{name="cts_sinks",unit=""} 115
chip_impl_metric{name="floorplan.core_util",unit=""} 0.200
chip_impl_metric{name="timing.critical_path.required",unit="ns"} 4.00
chip_impl_metric{name="p_switching",unit="uW"} 601
chip_impl_metric{name="post-route-cell-area",unit="sq mm"} 0.00688
chip_impl_metric{name="met3_usage",unit=""} 0.0608
chip_impl_metric{name="combinationalPowerShare",unit=""} 0.226
chip_impl_metric{name="clk_path_buf_depth",unit=""} 2
chip_impl_metric{name="post_cts.repair.setup_buffers",unit=""} 0
chip_impl_metric{name="p_sw_frac",unit=""} 0.205
chip_impl_info{name="cp-end-kind",value="output port"} 1
chip_impl_metric{name="synth_stat.cells",unit=""} 328
chip_impl_metric{name="route.antenna.remaining_nets",unit=""} 0
chip_impl_info{name="postSynth.topFlopCell",value="sky130_fd_sc_hd__dfxtp_1"} 1
chip_impl_metric{name="setup_violations",unit=""} 0
chip_impl_metric{name="synth.cellmix.simpleShare",unit=""} 0.0115
chip_impl_metric{name="grt_antenna_before_repair",unit=""} 0
chip_impl_info{name="post-synth-top-area-cell",value="sky130_fd_sc_hd__dfxtp_1"} 1
chip_impl_metric{name="power.density",unit="mW/mm^2"} 427
chip_impl_metric{name="post-layout-total-power",unit="uW"} 2940
chip_impl_metric{name="ys_sh_adder",unit=""} 0
chip_impl_metric{name="xor_share",unit=""} 0
chip_impl_metric{name="p_leak",unit="uW"} 0.00267
chip_impl_info{name="ys_top_cells_by_count",value="sky130_fd_sc_hd__dfxtp_1 (115), sky130_fd_sc_hd__mux2_2 (110), sky130_fd_sc_hd__buf_4 (73)"} 1
chip_impl_metric{name="fp.coreArea",unit="sq mm"} 0.0217
logic make-up (layout without fill, tap and decap cells):
group | count (synthesis) | count (layout)
flip-flops | 115 | 115
multiplexers | 110 | 110
buffers and inverters | 87 | 267
AND-OR/OR-AND | 9 | 9
AND/OR/NAND/NOR | 7 | 7
worst register-to-register path: stages (launching register included):
cell	delay, ns
sky130_fd_sc_hd__dfxtp_1	0.35
sky130_fd_sc_hd__nand2_4	0.16
sky130_fd_sc_hd__buf_4	0.45
sky130_fd_sc_hd__mux2_2	0.44
path summary, 6_finish.rpt:
path                          start                  to  slack [ns]  depth (start not counted)
setup reg to reg     write_state[2]  write_data_reg[69]        3.49                          3
setup / recovery           write_en        wr_0_addr[7]         1.0                          5
hold / removal    write_addr_reg[4]   write_addr_reg[4]        0.47                          1
hold reg to reg   write_addr_reg[4]   write_addr_reg[4]        0.47                          1
cell type report:
type,instances,area [sq um]
Clock buffer,21,440
Clock inverter,11,113
Fill cell,2179,14800
Inverter,4,15.0
Multi-Input combinational cell,126,1340
Sequential cell,115,2300
Tap cell,280,350
Timing Repair Buffer,231,2320
layout by cell type (no fill, tap or decap), drive strengths merged:
master and n:
nand2b 1, a31oi 2, bufinv 2, mux2 110
clkdlybuf4s50 229, clkinv 6, inv 4, nor3 2
clkbuf 21, or2b 1, nand2 3, dfxtp 115
a21oi 4, o21ai 3, buf 2, clkinvlp 3
metrics by stage:
step           hold slack (ns)  utilization  cells
2_1_floorplan            0.433            -    328
3_3_place_gp             0.454        0.292    756
3_5_place_dp             0.458        0.292    756
4_1_cts                  0.471        0.317    788
5_1_grt                  0.483        0.317    788
6_report                 0.469        0.317    788
layer usage:
| metal | up-vias | share of wire |
|---|---|---|
| li1 | 1369 | - |
| met1 | 1286 | 0.38 |
| met2 | 204 | 0.43 |
| met3 | 30 | 0.16 |
| met4 | 0 | 0.025 |
| met5 | - | 0 |
power by group through the flow:
stage / Clock [uW] / Sequential, uW / Combinational (uW)
final: 1140 / 1140 / 662
after global routing: 1220 / 1160 / 729
after CTS: 1180 / 1140 / 684
Power is estimated from default activity; no workload was simulated.
