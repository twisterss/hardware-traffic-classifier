$ cat /design/flow/design.v
`timescale 1ns / 1ps
module cordic
(
	input [15 - 1:0] x,
	input [15 - 1:0] y,
	input enable,
	output [15 - 1:0] result,
	output data_valid_nxt,
	input clk,
	input reset
);
	reg [17-1:0] e_value [0:15];
	reg [17-1:0] b_value [0:15];
	reg step_en [0:15];
	always @(*) begin
		e_value[0] = {x, {(17 - 15){1'b0}}};
		b_value[0] = {y, {(17 - 15){1'b0}}};
		step_en[0] = reset ? 0 : enable;
	end
	generate
		genvar step_id;
		for (step_id = 0; step_id < 15; step_id = step_id + 1) begin: cordic_step
			always @(posedge clk) begin
				if (e_value[step_id] >= (step_id == 0 ? 17'hd47f : step_id == 1 ? 17'h62a2 : step_id == 2 ? 17'h62a2 : step_id == 3 ? 17'h2fac : step_id == 4 ? 17'h1773 : step_id == 5 ? 17'hba1 : step_id == 6 ? 17'h5cb : step_id == 7 ? 17'h2e4 : step_id == 8 ? 17'h171 : step_id == 9 ? 17'hb8 : step_id == 10 ? 17'h5c : step_id == 11 ? 17'h2e : step_id == 12 ? 17'h17 : step_id == 13 ? 17'hb : step_id == 14 ? 17'h5 : 0)) begin
					e_value[step_id+1] <= e_value[step_id] - (step_id == 0 ? 17'hd47f : step_id == 1 ? 17'h62a2 : step_id == 2 ? 17'h62a2 : step_id == 3 ? 17'h2fac : step_id == 4 ? 17'h1773 : step_id == 5 ? 17'hba1 : step_id == 6 ? 17'h5cb : step_id == 7 ? 17'h2e4 : step_id == 8 ? 17'h171 : step_id == 9 ? 17'hb8 : step_id == 10 ? 17'h5c : step_id == 11 ? 17'h2e : step_id == 12 ? 17'h17 : step_id == 13 ? 17'hb : step_id == 14 ? 17'h5 : 0);
					b_value[step_id+1] <= b_value[step_id] - (b_value[step_id] >> (step_id == 0 ? 4'h2 : step_id == 1 ? 4'h3 : step_id == 2 ? 4'h3 : step_id == 3 ? 4'h4 : step_id == 4 ? 4'h5 : step_id == 5 ? 4'h6 : step_id == 6 ? 4'h7 : step_id == 7 ? 4'h8 : step_id == 8 ? 4'h9 : step_id == 9 ? 4'ha : step_id == 10 ? 4'hb : step_id == 11 ? 4'hc : step_id == 12 ? 4'hd : step_id == 13 ? 4'he : step_id == 14 ? 4'hf : 0));
				end else begin
					e_value[step_id+1] <= e_value[step_id];
					b_value[step_id+1] <= b_value[step_id];
				end
				step_en[step_id+1] <= step_en[step_id];
			end
		end
	endgenerate
	assign result = b_value[15][17 - 1:17 - 15];
	assign data_valid_nxt = step_en[15-1];
endmodule
$ cat /design/flow/run.sh
#!/bin/bash
# OpenROAD 26Q1-2900-gdf79404cd8, Yosys 0.63+post, stock flow scripts
make -C /OpenROAD-flow-scripts/flow DESIGN_CONFIG=/design/flow/config.mk WORK_HOME=/design/flow/orfs finish
$ cat /design/flow/config.mk
export PLATFORM = sky130hd
export DESIGN_NAME = cordic
export DESIGN_NICKNAME = cordic
export VERILOG_FILES = /design/flow/design.v
export SDC_FILE = /design/flow/constraint.sdc
export NUM_CORES = 4
export LEC_CHECK = 1
export CORE_UTILIZATION = 40
$ cat /design/flow/constraint.sdc
current_design cordic

set clk_period 8.7
set clk_io_pct 0.2

create_clock -name clk0 -period $clk_period [get_ports {clk}]

set non_clock_inputs [all_inputs -no_clocks]
set_input_delay [expr $clk_period * $clk_io_pct] -clock clk0 $non_clock_inputs
set_output_delay [expr $clk_period * $clk_io_pct] -clock clk0 [all_outputs]
==> results.tsv <==
stage	metric	value	unit
routing	final wirelength	45530	um
routing	DR DRC count	0	
final_timing	Worst-Margin Slew	0.9001	ns
job	Max Cap Viol	0	
logic_synthesis	Dominant Register Cell	dfxtp_1	
clock_network	Worst-path clk slew	0.06	ns
grt	number of global-route vias before repair	16826	
final_timing	minimum hold slack	0.3234	ns
power_and_ir_drop	Clk pwr share	17.4	%
placed_design	GP Congestion	0.9081	
final_timing	final hold vios	0	
job	count of tool warnings	28	
clock_network	Root Driver	clkbuf_16	
logic_synthesis	YS chip area	24050	um^2
floorplan	Die W	247.2	um
final_timing	Fmax	0.2505	GHz
floorplan	Die H	247.2	um
power_and_ir_drop	Peak VDD IR	0.2017	mV
power_and_ir_drop	Leakage	11.70	nW
hold_path	HP Class	reg -> reg	
routing	Pre-Repair DR Iteration Count	22	
worst_setup_path	crit path DAT	4.51	ns
routing	Final ANT Viol Nets	0	
floorplan	Initial Utilization	40.60	%
worst_setup_path	crit-path max cell delay	0.55	ns
logic_synthesis	Post-synth ARST share	0	%
hold_path	hold endpoint	step_en[14]$_DFF_P_	
grt	Congestion Overflow GR	0	
logic_synthesis	most common cell in the synthesized netlist	dfxtp_1	
floorplan	DIE AREA	61120	um^2
worst_setup_path	CP Buf/Inv Count	2	
placed_design	DP HPWL	34640	um
power_and_ir_drop	P per Cell Area	468.2	nW/um^2
clock_network	Clock Latency Late Sink	0.60	ns
clock_network	CTS max path bufs	3	
power_and_ir_drop	Cell Int Power	7.671	mW
clock_network	clk sinks	504	
layout	Syn-to-layout area delta	12.74	%
routing	vias per cell	4.948	
worst_setup_path	worst path cell trace	clkdlybuf4s50_1 > inv_1 > ha_1 > or3b_2 > a21oi_1 > o21ai_0 > a211oi_1 > o31ai_1 > and3_1 > o31ai_1	
final_timing	RSZ-0062 raised after global routing	no	
logic_synthesis	Post-synth top cells	dfxtp_1 (504), nor2_1 (238), xnor2_1 (205)	
logic_synthesis	syn_area_per_cell	9.029	um^2
worst_setup_path	critical path's slowest cell	clkdlybuf4s50_1	
worst_setup_path	CP top delay family	AND-OR/OR-AND gates	
logic_synthesis	Post-Syn Area	24050	um^2
logic_synthesis	post-synth cell types	88	
floorplan	Core Rows	89	
logic_synthesis	Yosys Instances	2664	
clock_network	H-Tree Level Count	2	
grt	GRT Max-Usage Layer	met2	
floorplan	IO Count	49	
final_timing	Setup Skew	0.01029	ns
worst_setup_path	critical path class	in -> reg	
clock_network	post-CTS setup buffers	0	
logic_synthesis	Max-area cell share	41.95	%
layout	fraction of layout cells with a size suffix above 1	5.620	%
final_timing	setup TNS	0	ns
worst_setup_path	crit path max fanout	5	
logic_synthesis	Synth Seq Share	41.95	%
clock_network	CTS tree	built	
layout	tally of non-filler cells in the final layout	3550	
worst_setup_path	RR Endpoint	b_value[4][14]$_DFF_P_	
status	status	finished clean	
worst_setup_path	most frequent CP cell	o31ai_1	
clock_network	cts bufs inserted	53	
grt	first-pass GRT wire length	77620	um
placed_design	IO buf count	48	
grt	routing usage on met2	25.75	%
final_timing	period utilization	45.88	%
grt	largest net degree at the start of global routing	38	
logic_synthesis	top cells by area	dfxtp_1 (42%), ha_1 (7.7%), xnor2_1 (7.5%), xor2_1 (5.9%), nor2_1 (3.7%)	
logic_synthesis	synthesized flop and latch total	504	
clock_network	post-CTS sizing	0	
worst_setup_path	R2R setup slack	5.88	ns
hold_path	Worst Min Path Start	step_en[13]$_DFF_P_	
final_timing	headroom to the max-slew limit	39.83	%
worst_setup_path	FF-to-FF Start	b_value[3][6]$_DFF_P_	
grt	antenna violations before repair	0	
clock_network	hold_buf cts	0	
routing	Via Count	17566	
power_and_ir_drop	total power draw	12.70	mW
worst_setup_path	critical path capture point type	register	
routing	DR iter-0 viols	793	
final_timing	Tmin final	3.992	ns
placed_design	Cells after DPL	3451	
power_and_ir_drop	switching share of power	39.58	%
grt	met1 Usage GRT	21.64	%
grt	met3 Use GR	3.124	%
logic_synthesis	area leader, netlist	dfxtp_1	
worst_setup_path	Setup crit start kind	input port	
grt	Total Routing Usage GR	15.66	%
logic_synthesis	Syn. warnings	4	
power_and_ir_drop	Seq pwr share	35.6	%
worst_setup_path	FF-to-FF path depth	9	
floorplan	Core Box Area	59240	um^2
final_timing	fin worst setup slack	4.708	ns
final_timing	max-slew violations	0	
placed_design	pre-CTS setup slack	4.175	ns
logic_synthesis	Post-synth EDFFs	0	
routing	Avg WL per Cell	12.83	um
power_and_ir_drop	combinational share of power	47.0	%
worst_setup_path	WP data required	9.22	ns
power_and_ir_drop	Psw	5.026	mW
logic_synthesis	synthesized instance count	2664	
final_timing	final setup vio count	0	
hold_path	hold path cells	0	
## cell families after synthesis
kind of cell / share of synthesized area, %
XOR/XNOR: 13.33
buffers and inverters: 4.031
flip-flops: 41.95
AND/OR/NAND/NOR: 18.05
adder cells (fa/ha/maj): 8.780
AND-OR/OR-AND: 13.09
multiplexers: 0.7750
## sequential cells by signal, summed over array words and instances, names as in the netlist
register,flops
b_value,253
e_value,237
step_en,14
## how the worst max path moves through the flow
stage	to	depth (start not counted)	slack (ns)	startpoint
5_1_grt	b_value[1][13]$_DFF_P_	10	4.51	y[2]
6_report	b_value[1][13]$_DFF_P_	10	4.71	y[2]
4_1_cts	b_value[1][13]$_DFF_P_	10	4.81	y[2]
## power groups by stage
stage | combinational [mW] | clock (mW) | sequential (mW)
6_report | 5.97 | 2.21 | 4.52
5_1_grt | 6.81 | 2.39 | 4.68
4_1_cts | 6.00 | 2.28 | 4.52
## cell usage in the layout (no fill, tap or decap), drive strengths merged, types with 6 or more instances in the layout
master           n
dfxtp          504
nor2           238
xnor2          205
inv            203
nand2          198
xor2           161
o21ai          156
ha             148
a21oi          148
nor3            93
clkbuf          78
nand2b          49
clkdlybuf4s50   48
nand3           45
nor2b           39
nor4            37
a21o            36
or3             35
o21a            33
o31ai           26
and3            23
or4             20
nand4           19
a211oi          18
or2             17
a31oi           16
clkinv          16
mux2            13
fa              13
and2            10
nor3b           10
o211ai           9
buf              9
a21boi           9
o21bai           8
o41ai            7
nor4b            7
nand3b           7
and4b            7
o31a             6
## cell type report
type | instances | area (um^2)
Antenna cell | 1 | 2.502
Inverter | 201 | 754.5
Fill cell | 5387 | 32120
Multi-Input combinational cell | 1916 | 13000
Tap cell | 773 | 967.2
Clock buffer | 78 | 1540
Sequential cell | 504 | 10090
Timing Repair Buffer | 57 | 548.0
Clock inverter | 20 | 215.2
## per-layer routing
layer | vias up | routed length (um)
li1 | 9265 | -
met1 | 7932 | 21450
met2 | 286 | 20820
met3 | 83 | 2321
met4 | 0 | 948
met5 | - | 0
## through the flow
step	util, %	cell area (um^2)
floorplan	-	24050
global placement	42.81	25360
detailed placement	42.81	25360
CTS	45.77	27120
global route	45.77	27120
finish	45.78	27120
Power and IR drop assume default switching activity.
