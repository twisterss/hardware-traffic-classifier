==> design.v <==
`timescale 1ns / 1ps
module square
#(
	parameter VALUE_WIDTH = 12,
	parameter VALUE_MAX = 1500
)
(
	input signed [VALUE_WIDTH - 1:0] value,
	output reg [(VALUE_WIDTH - 1) * 2 - 1:0] square,
	output reg new_result,
	input clk,
	input reset,
	input data_valid
);
	reg enable_addr;
	reg signed [VALUE_WIDTH - 1:0] value_reg_addr;
	reg enable_read;
	reg [VALUE_WIDTH - 2:0] addr;
	reg [VALUE_WIDTH * 2 - 1:0] rom [0:VALUE_MAX];
	reg [VALUE_WIDTH - 1:0] i;
	initial begin
		for (i = 0; i <= VALUE_MAX; i = i + 1) begin
			rom[i] = i * i;
		end
	end
	always @(posedge clk) begin
		enable_addr <= reset ? 0 : data_valid;
		value_reg_addr <= value;
		enable_read <= reset ? 0 : enable_addr;
	end
	always @(posedge clk) begin
		if (enable_addr)
			addr <= (value_reg_addr < - VALUE_MAX || value_reg_addr > VALUE_MAX) ? VALUE_MAX : ((value_reg_addr < 0) ? (- value_reg_addr) : value_reg_addr);
		else
			addr <= addr;
	end
	always @(posedge clk) begin
		if (reset) begin
			square <= 0;
			new_result <= 0;
		end else if (enable_read) begin
			square <= rom[addr];
			new_result <= 1;
		end else begin
			square <= square;
			new_result <= 0;
		end
	end
endmodule
==> run.sh <==
#!/bin/bash
# OpenROAD 26Q1-2900-gdf79404cd8, Yosys 0.63+post, stock flow scripts
make -C /OpenROAD-flow-scripts/flow DESIGN_CONFIG=/design/flow/config.mk WORK_HOME=/design/flow/orfs finish
==> config.mk <==
export PLATFORM = sky130hd
export DESIGN_NAME = square
export DESIGN_NICKNAME = square
export VERILOG_FILES = /design/flow/design.v
export SDC_FILE = /design/flow/constraint.sdc
export NUM_CORES = 4
export LEC_CHECK = 1
export CORE_UTILIZATION = 40
export SYNTH_MEMORY_MAX_BITS = 65536
==> constraint.sdc <==
current_design square

set clk_period 8.6
set clk_io_pct 0.2

create_clock -name clk0 -period $clk_period [get_ports {clk}]

set non_clock_inputs [all_inputs -no_clocks]
set_input_delay [expr $clk_period * $clk_io_pct] -clock clk0 $non_clock_inputs
set_output_delay [expr $clk_period * $clk_io_pct] -clock clk0 [all_outputs]
==> flow_summary.ini <==
; implementation run metrics
[run_status]
status = complete, no violations

[worst_setup_path]
required_ns = 8.75
crit_family = simple AND/OR/NAND/NOR gates
worst_path_max_delay_cell = nor2b_1
rrSetupSlack_ns = 4.02
start_kind = flip-flop
slowest_delay_ns = 0.87
worstPathCellList = buf_4 -> clkinv_1 -> ha_1 -> buf_4 -> nor2b_1 -> nor3_1 -> o21ai_0 -> nor4b_1 -> o32ai_1 -> o21ai_0 -> a311oi_1
r2r-start = addr[1]
crit_path_end_kind = flip-flop
timing.rr.end = square[12]
cp_num_buf_inv = 3
r2r_cells = 11
crit_path_max_fanout = 25
crit_arrival_ns = 4.74
critical_path_class = flip-flop to flip-flop

[place]
gp_congestion = 1.12
post-place-ws_ns = 4.29
portBuffers = 36
dpl.hpwl_um = 41600

[clock_tree]
h-tree-depth = 2
clock-sinks = 47
cts_buffer_depth = 2
cts_setup_buffers = 0
cts_made_buffers = 5
cts_hold_repair.buffers = 0
clk_latency_ns = 0.31
root_buffer = clkbuf_16
postCtsResizedCells = 0
clk_pin_slew_ns = 0.08
cts_tree = yes

[die]
die_width_um = 159
ioPinCount = 38
fp_util_pct = 40.7
dieHeight_um = 159
core_area_sq_mm = 0.0243
row_count = 57
chip_area_sq_mm = 0.0254

[routing]
viasPerCell = 7.73
wire_per_inst_um = 34.5
final_antenna_net_count = 0
firstDrtPassIters = 7
wl_um = 62100
drc_errors = 0
drt_iter0_drc = 2661
vias = 13890

[synthesis]
synth_async_sr_flop_share_pct = 0
ff_type = dfxtp_1
ys_area_sq_mm = 0.00990
yosysWarnings = 1
ys_seq_share_pct = 10.6
ys_sh_simple_pct = 27.2
ys_ff = 47
netlist_logic_family_top = AND-OR/OR-AND gates
adder_share_pct = 2.65
mux_area_share_pct = 2.69
syn_avg_cell_area_sq_um = 6.38
edf_count = 11
synth-xor-area-share_pct = 0.796
yosysCellCount = 1553
syn_inst = 1553
synthDistinctLibCells = 99
synth_area_sq_mm = 0.00990
synthAoiAreaFrac_pct = 45.8

[hold_path]
hp-start = square[14]
whs_path_depth = 2
holdCritPathClass = flip-flop to flip-flop
holdPathEnd = square[14]

[pwr]
leakagePower_nw = 3.56
p_sw_share_pct = 56.6
seqPwrFrac_pct = 17.6
peakVddDrop_mv = 0.127
internal_power_w = 0.000621
power_density_mw_per_mm2 = 139
power.total_w = 0.00143
p_switching_w = 0.000811
power_frac_clock_pct = 15.3
power_frac_comb_pct = 67.0

[global_routing]
grt_start_max_net_pins = 150
grt_overflow = 0
antenna_found_initial = 4
grt_pass1_wl_um = 89300
grt_use_total_pct = 48.9
grt_pass1_vias = 12844

[final_timing]
setup_ws_ns = 4.02
tightestPinTransition_ns = 1.11
period_used_pct = 53.3
max-slew-margin-rel_pct = 25.1
setup_tns_ns = 0
final_hold_viol_count = 0
finalSetupViolCount = 0
rsz0062_at_grt = no
skew_ns = 0.0188
slew_viol_final = 0
period_needed_ns = 4.58
fmax_ghz = 0.218

[flow_run]
drv_cap = 0
tool_warnings = 48

[layout]
most-common-layout-cells = a21oi_1 (167), nor2_1 (165), nand2_1 (161)
layout-drive-gt1-share_pct = 7.29
final_common_cell = a21oi_1
area.sequential_sq_mm = 0.00105
area_delta_synth_final_pct = 4.30
fillers = 2607
logic_area_sq_mm = 0.00785
[metrics by stage]
stage / cell area (sq um) / hold slack (ns) / instances / util, %
2_1_floorplan: 9900 / 0.392 / 1553 / -
3_3_place_gp: 10200 / 0.441 / 1783 / 41.8
3_5_place_dp: 10200 / 0.441 / 1783 / 41.8
4_1_cts: 10300 / 0.458 / 1791 / 42.4
5_1_grt: 10300 / 0.470 / 1792 / 42.4
6_report: 10300 / 0.456 / 1798 / 42.5
[kinds of logic (layout without fill, tap and decap cells)]
| group | after synthesis | count (layout) |
|---|---|---|
| flops | 47 | 47 |
| xor+xnor | 9 | 9 |
| other cells | 1 | 8 |
| simple gates | 567 | 567 |
| mux | 20 | 20 |
| buf+inv | 202 | 116 |
| compound gates | 687 | 687 |
| fa+ha+maj | 20 | 20 |
[flip-flops by register name, summed over array words and instances, names as in the netlist]
name            cells
enable_read         1
new_result          1
enable_addr         1
value_reg_addr     12
addr               11
square             21
[worst max-delay path by stage]
stage | slack (ns) | cells past startpoint | start | to
global route | 3.92 | 11 | addr[1] | square[12]
CTS | 4.26 | 11 | addr[1] | square[12]
finish | 4.02 | 11 | addr[1] | square[12]
[area by class of cell]
type                            instances  area share [%]
Timing Repair Buffer                   90            7.66
Inverter                               18           0.654
Multi-Input combinational cell       1304            75.9
Clock buffer                            5            1.21
Tap cell                              324            3.92
Clock inverter                          3           0.266
Sequential cell                        47            10.2
Antenna cell                            7           0.170
[synth_stat cells, types with 18 or more instances]
library cell | number | share of area (%)
nand3_1 | 53 | 2.7
o22ai_1 | 18 | 1.1
nand2_1 | 161 | 6.1
clkbuf_1 | 57 | 2.2
a31oi_1 | 40 | 2.5
dfxtp_1 | 36 | 7.3
nor3_1 | 39 | 2.0
nor2b_1 | 30 | 1.9
o211ai_1 | 34 | 2.6
nand2b_1 | 32 | 2.0
nor2_1 | 166 | 6.3
a211oi_1 | 43 | 3.3
buf_2 | 91 | 4.6
a21oi_1 | 167 | 8.4
o31ai_1 | 25 | 1.9
a311oi_1 | 24 | 2.1
o21ai_0 | 150 | 7.6
[tightest hold or removal path, stage by stage, from the launching register on]
cell and delay [ns]:
dfxtp_1 0.33, nand2_1 0.05, o31ai_1 0.05
[power groups by stage]
stage     clock network, W  logic [W]  registers (W)
6_report          0.000220   0.000960       0.000252
5_1_grt           0.000234   0.000986       0.000254
4_1_cts           0.000225   0.000892       0.000252
[metal layers]
metal	share of wire, %	routed length, um	global-route usage [%]
met5	0.016	10	0.568
met2	40	24700	66.8
met1	36	22200	62.0
met3	14	8900	17.8
met4	10	6280	38.7
